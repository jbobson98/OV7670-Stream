==> design/flow/design.v <==
module decimal_to_bcd #(
    parameter INPUT_WIDTH = 8,
    parameter DECIMAL_DIGITS = 3
)(
    input wire clk_i,
    input wire rst_i,
    input wire start_i,
    input wire [INPUT_WIDTH-1 : 0] binary_i,
    output reg [DECIMAL_DIGITS*4-1 : 0] bcd_o,
    output reg done_o
);
localparam IDLE              = 3'b000;
localparam SHIFT             = 3'b001;
localparam CHECK_SHIFT_IDX   = 3'b010;
localparam ADD               = 3'b011;
localparam CHECK_DIGIT_IDX   = 3'b100;
localparam DONE              = 3'b101;
localparam integer LOOP_COUNTER_WIDTH = $clog2(INPUT_WIDTH + 1);   
localparam integer DIGIT_COUNTER_WIDTH = $clog2(DECIMAL_DIGITS + 1);
reg [2:0] cur_state = IDLE; 
reg [INPUT_WIDTH-1 : 0] binary_val = 0;
reg [DIGIT_COUNTER_WIDTH-1 : 0] digit_idx = 0;
reg [LOOP_COUNTER_WIDTH-1 : 0] loop_count = 0;
always @(posedge clk_i or posedge rst_i) begin
    if(rst_i) begin
        cur_state <= IDLE;
        bcd_o <= 0;
        done_o <= 1'b0;
        binary_val <= 0;
        digit_idx <= 0;
        loop_count <= 0;
    end else begin
        case(cur_state)
            IDLE: 
                begin
                    done_o <= 1'b0;
                    if(start_i == 1'b1) begin
                        binary_val <= binary_i;
                        bcd_o      <= 0;
                        cur_state  <= SHIFT;
                    end 
                end
            SHIFT:  
                begin
                    bcd_o      <= bcd_o << 1; 
                    bcd_o[0]   <= binary_val[INPUT_WIDTH-1];
                    binary_val <= binary_val << 1;
                    cur_state  <= CHECK_SHIFT_IDX;
                end
            CHECK_SHIFT_IDX:
                begin
                    if(loop_count == INPUT_WIDTH-1) begin
                        loop_count <= 0;
                        cur_state  <= DONE;
                    end else begin
                        loop_count <= loop_count + 1;
                        cur_state  <= ADD;
                    end
                end
            ADD:
                begin
                    if(bcd_o[digit_idx*4 +: 4] > 4) begin
                        bcd_o[(digit_idx*4) +: 4] <= bcd_o[digit_idx*4 +: 4] + 3;
                    end
                    cur_state <= CHECK_DIGIT_IDX;
                end
            CHECK_DIGIT_IDX:
                begin
                    if(digit_idx == DECIMAL_DIGITS-1) begin
                        digit_idx <= 0;
                        cur_state <= SHIFT;
                    end else begin
                        digit_idx <= digit_idx + 1;
                        cur_state <= ADD;
                    end
                end
            DONE:
                begin
                    done_o    <= 1'b1;
                    cur_state <= IDLE;
                end
            default: cur_state <= IDLE;
        endcase
    end
end
endmodule
module quad_display #(
    parameter CLOCK_FREQ_HZ = 100_000_000,
    parameter REFRESH_RATE_HZ = 240  
)(
    input wire clk_i,
    input wire rst_i,
    input wire disp_en_i,
    input wire [3:0] dot_enables_i,
    input wire [13:0] disp_num_i,  
    output reg [3:0] anodes_o,
    output reg [7:0] cathodes_o
);
localparam integer REFRESH_COUNTER_MAX = ((CLOCK_FREQ_HZ / REFRESH_RATE_HZ) - 1) / 4;
localparam integer COUNTER_BIT_WIDTH = $clog2(REFRESH_COUNTER_MAX + 1);
wire next_display;  
wire [COUNTER_BIT_WIDTH-1 : 0] refresh_counter_val;
flex_counter #(.MAX_COUNT(REFRESH_COUNTER_MAX), .WIDTH(COUNTER_BIT_WIDTH)) refresh_counter 
    (.clk(clk_i), .rst(rst_i), .cen(disp_en_i), .maxcnt(next_display), .count(refresh_counter_val));
wire [3:0] digits [3:0];  
wire [7:0] cathodes [3:0];
seven_segment_disp_driver disp3 
    (.clk(clk_i), .rst(rst_i), .digit(digits[3]), .dot_en(dot_enables_i[3]), .mapping(cathodes[3]));
seven_segment_disp_driver disp2 
    (.clk(clk_i), .rst(rst_i), .digit(digits[2]), .dot_en(dot_enables_i[2]), .mapping(cathodes[2]));
seven_segment_disp_driver disp1 
    (.clk(clk_i), .rst(rst_i), .digit(digits[1]), .dot_en(dot_enables_i[1]), .mapping(cathodes[1]));
seven_segment_disp_driver disp0 
    (.clk(clk_i), .rst(rst_i), .digit(digits[0]), .dot_en(dot_enables_i[0]), .mapping(cathodes[0]));
wire bcd_done;
reg start_bcd;
reg [13:0] disp_num;
decimal_to_bcd #(.INPUT_WIDTH(14), .DECIMAL_DIGITS(4)) bcd_converter 
    (.clk_i(clk_i), .rst_i(rst_i), .start_i(start_bcd), .binary_i(disp_num), 
     .bcd_o({digits[3], digits[2], digits[1], digits[0]}), .done_o(bcd_done));
reg converter_ready;
always @(posedge clk_i or posedge rst_i) begin
    if(rst_i) begin
        disp_num <= 0;
        converter_ready <= 1'b1;
        start_bcd <= 1'b1;
    end else begin
        disp_num <= disp_num_i;
        start_bcd <= 1'b0;
        if(disp_num != disp_num_i && converter_ready) begin
            start_bcd <= 1'b1;
            converter_ready <= 1'b0;
        end else if(bcd_done) begin
            converter_ready <= 1'b1;
        end
    end
end
reg [1:0] cur_disp;
always @(posedge clk_i or posedge rst_i) begin
    if(rst_i) begin
        anodes_o <= 4'b1111;
        cathodes_o <= 8'b11111111;
        cur_disp <= 0;
    end else begin
        if(~disp_en_i || ~converter_ready) begin
            anodes_o <= 4'b1111;
            cathodes_o <= 8'b11111111;
            cur_disp <= 0;
        end else if(next_display) begin
            cur_disp <= cur_disp + 1;
            cathodes_o <= cathodes[cur_disp];
            anodes_o <= ~(4'b0001 << cur_disp);
        end
    end
end
endmodule
module seven_segment_disp_driver (
    input wire clk,
    input wire rst,
    input wire [3:0] digit,
    input wire dot_en,
    output reg [7:0] mapping
);
always @(posedge clk or posedge rst) begin
    if(rst) begin
        mapping <= 8'b11111111;
    end else begin
        mapping[0] <= ~dot_en;
        case(digit)
            4'd0: mapping[7:1] <= 7'b0000001;
            4'd1: mapping[7:1] <= 7'b1001111; 
            4'd2: mapping[7:1] <= 7'b0010010;
            4'd3: mapping[7:1] <= 7'b0000110;
            4'd4: mapping[7:1] <= 7'b1001100;
            4'd5: mapping[7:1] <= 7'b0100100;
            4'd6: mapping[7:1] <= 7'b0100000;
            4'd7: mapping[7:1] <= 7'b0001111;
            4'd8: mapping[7:1] <= 7'b0000000;
            4'd9: mapping[7:1] <= 7'b0000100;
            default: mapping[7:1] <= 7'b1111111;
        endcase
    end
end
endmodule
module flex_counter #(
    parameter MAX_COUNT = 255,
    parameter WIDTH = 8 
)(
    input wire clk,
    input wire rst,
    input wire cen,     
    output reg maxcnt,  
    output reg [WIDTH-1 : 0] count
);
always @(posedge clk or posedge rst) begin
    if(rst) begin
        count <= 0;
        maxcnt <= 1'b0;
    end else begin
        if(cen) begin
            if(count < MAX_COUNT) begin
                count <= count + 1;
                maxcnt <= 1'b0;
            end else begin
                count <= 0;
                maxcnt <= 1'b1;
            end
        end
    end
end
endmodule
==> design/flow/run.sh <==
#!/bin/bash
# OpenROAD 26Q1-2900-gdf79404cd8, Yosys 0.63+post, stock flow scripts
make -C /OpenROAD-flow-scripts/flow DESIGN_CONFIG=/design/flow/config.mk WORK_HOME=/design/flow/orfs finish
==> design/flow/config.mk <==
export PLATFORM = sky130hd
export DESIGN_NAME = quad_display
export DESIGN_NICKNAME = quad_display
export VERILOG_FILES = /design/flow/design.v
export SDC_FILE = /design/flow/constraint.sdc
export NUM_CORES = 4
export LEC_CHECK = 1
export CORE_UTILIZATION = 50
==> design/flow/constraint.sdc <==
current_design quad_display

set clk_period 7.0
set clk_io_pct 0.2

create_clock -name clk0 -period $clk_period [get_ports {clk_i}]

set non_clock_inputs [all_inputs -no_clocks]
set_input_delay [expr $clk_period * $clk_io_pct] -clock clk0 $non_clock_inputs
set_output_delay [expr $clk_period * $clk_io_pct] -clock clk0 [all_outputs]
==> notes.md <==
Implementation status.

- The flow ran to the end, and the final reports show no timing, DRC or antenna violations.
- The clock tree root buffer cell is clkbuf_16.
- The number of cells reported by Yosys stat comes to around 640.
- The worst-case headroom to the max-slew limit is a little under three fifths.
- Detailed placement reports a standard cell area of 6640 um^2.
- The power density of the placed cells is about 240 nW/um^2.
- Across the run, the number of max-cap violations was 0.
- Nets still carrying antenna violations after routing amount to 0.
- The placeable core region is between 10,000 and 15,000 um^2.
- Per the GRT congestion report, total overflow comes to 0.
- The final cycle utilization of the critical path is 44.2%.
- In this run, synthesis inferred 0 flip-flops with an integrated enable.
- In this run, placement finished with an instance count of slightly above 800.
- The detail-routed via count per cell is 5.49.
- The CTS report gives the tree buffer count as 17.
- The standard-cell row count is around 40.
- The total clock sinks is approximately 120.
- The die outline height is 113 um.
- The number of antenna violations at the first check in global routing is 0.
- Measured along the x axis, the die boundary spans approximately 110 um.
- The chip area is between 10,000 and 15,000 um^2.
- The register bit count reported by yosys is 121.
- The analysis attributes to cell leakage a power of slightly below 3 nW.
- The data required time reported for the critical path is between 7000 and 8000 ps.
- The routed design ends up with an antenna cell count of 0.
- Looking at the max-slew report, the worst-margin pin has a slew of ~670 ps.
- The most used flip-flop cell after synthesis is dfrtp_1.
- Of the total power, the clock network draws between 40 and 50%.
- The first detailed-routing pass took 6 iterations.
- Hold is met by ~470 ps.
- The library cell used most frequently in the layout, excluding fill and tap cells, is nand2_1.
- The flow measured a signed area growth from synthesis to layout of 16.5%.
- After synthesis, the largest area contributor takes up 30.2% of total cell area.
- The final routed wirelength across all metal layers is 12,900 um.
- Synthesis produced 642 cells.
- The first-pass GRT wire length is 22,800 um.
- The area taken by multi-input combinational cells is reported as ~2900 um^2.
- The net switching share of the total power is between 20% and 30%.
- The filler cell count in the final layout is 971.
- The placed wire-length estimate after detailed placement is roughly 8900 um.
- The fraction of registers with async set or reset after synthesis is around 100%.
- Based on the critical path, the design can be clocked at up to 323 MHz.
- The area occupied by registers is 3090 um^2.
- The number of I/O pins is 33.
- The buffer count from post-CTS setup fixing is 0.
- The mean cell area of the mapped netlist is between 9 and 10 um^2.
- The routed length per placed instance is between 15 and 20 um.
- The number of warning messages in the yosys log is 4.
- The clock H-tree reported by CTS has 4 levels.
- The endpoint class of the critical path is a flop.
- Detailed-route iteration 0 reported a violation count of ~360.
- The cell area that synthesis handed to floorplanning was just over 6000 um^2.
- The number of buffers added to fix hold violations after cts is 0.
- The worst-case vdd ir drop is just under 200 uV.
- By area the synthesized netlist is led by dfrtp_1 (30%), dfstp_2 (19%), ha_1 (6.8%), o21ai_0 (4.9%), nand2_1 (4.8%).
- The count of tool warnings is 49.
- Per the synthesis report, the dominant area consumer among library cells is dfrtp_1.
- Counting endpoints that fail hold in the final report gives 0.
- Max-slew check failures listed in the final report amount to 0.
- For this run, the register share of the synthesized area comes to slightly below 50%.
- Setup repair after global routing left no endpoint under its margin.
- The most common logic cells in the final layout are nand2_1 (80), dfrtp_1 (75), nor2_1 (65).
- The post-route minimum period is approximately 3100 ps.
- The class of the worst hold path is flop to flop.
- The initial cell density of the core is between 50 and 60%.
- The final-layout setup total negative slack is 0 ps.
- The number of setup violations in the final report is 0.
- Post-synthesis, Yosys gives the total cell area as about 6200 um^2.
- The number of global-route vias before repair is around 4,700.
- The largest net degree at the start of global routing is 54.
- The clock transition time at the flip-flop clock pins of the worst setup and hold paths is 60 ps.
- The insertion delay to the later sink of the worst-skew pair is around 410 ps.
- The routed layout has ~4,700 vias.
- In this run, post-CTS repair resized a total of 0 instances.
- TritonCTS built the clock tree.
- The quantity of I/O buffers inserted on ports is 32.
- Data on the critical path arrives at its endpoint at between 3000 and 4000 ps.
- The combinational cell fraction of total power is 6.1%.
- The script extracted a net switching power of just under 0.4 mW.
- The routed layout reports a DRC error count of 0.
- The layout cell share with drive strength beyond 1 is 15.0%.
- The cell internal power dissipation is between 1 and 1.5 mW.
- The critical path class is input port to flop.
- The clock passes through at most 2 buffers.
- In this run, distinct cell masters in the synthesized netlist total approximately 55.
- Of all nets on the critical path, the largest fanout is 13.
- The worst setup path is launched from an input port.
- Sequential cells burn 44.1% of the power.
- The final non-filler cell total is approximately 850.
- The placer congestion estimate is around 0.92.
- Between clock sinks in the finished design, the worst skew comes to ~6.3 ps.
- The layout stage reports a final design area of a little over 7000 um^2.
- The global routing report lists combined usage of all routing layers as 23.1%.
## path summary, 6_finish.rpt
path	startpoint	to	slack (ps)	cells after the start
min in group asynchronous	rst_i	bcd_converter.binary_val[5]	1340	2
worst min-delay path	bcd_converter.binary_val[1]	bcd_converter.binary_val[1]	470	2
worst max register to register	bcd_converter.digit_idx[0]	bcd_converter.bcd_o[3]	4010	8
max in group asynchronous	rst_i	bcd_converter.bcd_o[14]	4650	3
worst min register to register	bcd_converter.binary_val[1]	bcd_converter.binary_val[1]	470	2
worst max-delay path	disp_en_i	refresh_counter.count[14]	3910	6
## final cells by class
type / instances / area share (%)
Clock buffer: 22 / 6.71
Clock inverter: 10 / 1.56
Inverter: 37 / 1.95
Sequential cell: 121 / 42.6
Tap cell: 168 / 2.91
Timing Repair Buffer: 36 / 4.84
Multi-Input combinational cell: 453 / 39.4
## cells in the mapped netlist (3+ instances only)
| cell | number |
|---|---|
| nand2_1 | 80 |
| o22ai_1 | 5 |
| o31ai_1 | 3 |
| a222oi_1 | 8 |
| and2_1 | 14 |
| ha_1 | 34 |
| nand4_1 | 5 |
| a22o_1 | 3 |
| a31oi_1 | 15 |
| nand2b_1 | 8 |
| mux4_2 | 4 |
| xor2_1 | 6 |
| a32oi_1 | 8 |
| nor3_1 | 12 |
| clkbuf_1 | 23 |
| or2_2 | 7 |
| a21oi_2 | 6 |
| a21o_1 | 3 |
| xnor2_1 | 22 |
| o21ai_0 | 61 |
| a221oi_1 | 6 |
| dfstp_2 | 46 |
| buf_1 | 3 |
| o21ai_1 | 3 |
| inv_1 | 36 |
| dfrtp_1 | 75 |
| a21oi_1 | 31 |
| nor2_1 | 65 |
| nand3_1 | 12 |
| a32o_1 | 4 |
## cell families (layout without fill, tap and decap cells)
family / count (synthesis) / in the layout / synth area share (%)
simple gates: 215 / 215 / 15.5
compound gates: 171 / 171 / 18.0
flops: 121 / 121 / 49.7
buf+inv: 68 / 105 / 4.45
fa+ha+maj: 34 / 34 / 6.85
xor+xnor: 28 / 28 / 3.95
mux: 5 / 5 / 1.63
## routing by layer
metal,global-route usage [%],vias up,wire [um]
li1,-,2295,-
met1,37.6,2239,6260
met2,34.7,108,5960
met3,4.82,10,556
met4,3.51,0,135
met5,0,-,0
## per-stage QoR
step,total power [mW],utilization (%),worst slack (ps)
2_1_floorplan,0.843,-,2460
3_3_place_gp,0.878,55.0,3570
3_5_place_dp,0.882,55.0,3510
4_1_cts,1.76,60.0,3940
5_1_grt,1.81,60.0,3760
6_report,1.74,60.0,3910
## worst max-delay path, cell delays in order
cell and delay, ps:
clkdlybuf4s50_1 730, nand3_1 180, or4_1 580, nor3_1 270, xnor2_1 150, nor2_1 50
## registers in the layout (all words and copies together) (netlist names)
register	count
anodes_o	4
bcd_converter.bcd_o	16
bcd_converter.binary_val	14
bcd_converter.cur_state	3
bcd_converter.digit_idx	3
bcd_converter.done_o	1
bcd_converter.loop_count	4
cathodes_o	8
converter_ready	1
cur_disp	2
disp0.mapping	8
disp1.mapping	8
disp2.mapping	8
disp3.mapping	8
disp_num	14
refresh_counter.count	17
refresh_counter.maxcnt	1
start_bcd	1
## power groups by stage
stage / combinational, mW / clock [mW] / sequential [mW]
global route: 0.125 / 0.916 / 0.772
finish: 0.106 / 0.865 / 0.766
CTS: 0.107 / 0.885 / 0.766
Power figures rest on the tool's default switching activity, not on a simulated workload.
