===== run.sh =====
#!/bin/bash
# OpenROAD 26Q1-2900-gdf79404cd8, Yosys 0.63+post, stock flow scripts
make -C /OpenROAD-flow-scripts/flow DESIGN_CONFIG=/design/flow/config.mk WORK_HOME=/design/flow/orfs finish

===== config.mk =====
export PLATFORM = sky130hd
export DESIGN_NAME = debouncer
export DESIGN_NICKNAME = debouncer
export VERILOG_FILES = /design/flow/design.v
export SDC_FILE = /design/flow/constraint.sdc
export NUM_CORES = 4
export LEC_CHECK = 1
export CORE_AREA = 10 10 114 114
export DIE_AREA = 0 0 124 124

===== constraint.sdc =====
current_design debouncer

set clk_period 4.7
set clk_io_pct 0.2

create_clock -name clk0 -period $clk_period [get_ports {clk}]

set non_clock_inputs [all_inputs -no_clocks]
set_input_delay [expr $clk_period * $clk_io_pct] -clock clk0 $non_clock_inputs
set_output_delay [expr $clk_period * $clk_io_pct] -clock clk0 [all_outputs]

===== design.v =====
module debouncer #(
    parameter CLK_FREQ = 100_000_000,     
    parameter DEBOUNCE_MS = 20           
)(
    input wire clk,
    input wire rst,
    input wire btn_in,
    output reg btn_out
);
localparam integer DEBOUNCE_CYCLES = (CLK_FREQ / 1000) * DEBOUNCE_MS;
localparam integer COUNTER_WIDTH = $clog2(DEBOUNCE_CYCLES + 1);
reg [COUNTER_WIDTH-1 : 0] count;
wire synced_btn_in;
synchronizer sync (.clk(clk), .rst(rst), .async_in(btn_in), .sync_out(synced_btn_in));
always @(posedge clk or posedge rst) begin
    if(rst) begin
        count <= 0;
        btn_out <= 1'b0;
    end else begin
        if(synced_btn_in == btn_out) begin
            count <= 0;
        end else begin
            if(count == DEBOUNCE_CYCLES-1) begin
                btn_out <= synced_btn_in;
                count <= 0;
            end else begin
                count <= count + 1;
            end
        end
    end
end
endmodule
module synchronizer (
    input wire clk,
    input wire rst,
    input wire async_in,
    output wire sync_out
);
reg ff1, ff2;
assign sync_out = ff2;
always @(posedge clk or posedge rst) begin
    if (rst) begin
        ff1 <= 1'b0;
        ff2 <= 1'b0;
    end else begin
        ff1 <= async_in;
        ff2 <= ff1;
    end
end
endmodule

==> job_summary.md <==
## Implementation flow summary

| Metric | Value |
|---|---|
| Result of the run | finished, final reports clean |
| Clock insertion delay at the later pin of the skew report | 0.27 ns |
| Clock tree from TritonCTS | built |
| Final total negative setup slack | 0 ns |
| HPWL after detailed placement | 1.56 mm |
| Final Wtd Congestion | 0.826 |
| Worst setup slack after layout | roughly 2.5 ns |
| Total iterations of the first detailed-routing run | 4 |
| Most used flip-flop cell | dfrtp_1 |
| Pins Over Slew Limit | 0 |
| Synthesis-stage register bit count | 24 |
| Number of placed instances, taps included | between 200 and 300 |
| Worst Clk Skew | 0.00929 ns |
| Overall die height | about 120 um |
| Post-CTS setup buffer count | 0 |
| Die ar. | 15400 sq um |
| Tool warning count | 25 |
| Fmax | 463 MHz |
| Hold-fix buffers at CTS | 0 |
| Horizontal die dimension | 124 um |
| Number of antenna violations at the first check in global routing | 0 |
| Count of flip-flops with a built-in enable after synthesis | 0 |
| Worst IR Drop VDD | between 0.09 and 0.1 mV |
| Total wire length after detailed routing | approximately 2.2 mm |
| Post_cts resized | 0 |
| Post-Synthesis Cells | 117 |
| Power per cell area | 255 nW/um^2 |
| Average vias per placed instance | ~3.4 |
| Final clock period utilization by the worst path | 45.9% |
| H-tree levels | 1 |
| Synthesized chip area reported by yosys | between 1000 and 1500 sq um |
| # rows | 37 |
| Share of the core filled with cells | 13.8% |
| Max-slew headroom at the worst pin | 69.1% |
| Final Hold Viols | 0 |
| Setup repair after global routing missed its margin | no |
| Share of cells above drive strength 1 | 7.26% |
| Startpoint type of the worst setup path | register |
| Worst Path Max Fanout | 19 |
| Top cells by area, synth | dfrtp_1, xnor2_1, nor2_1, nand4_1, xor2_1 |
| Final non-filler cell area | 1430 sq um |
| Placement-stage worst setup slack | 2.55 ns |
| Average wire per cell in the routed design | ~8.6 um |
| Crit path capture type | register |
| Yosys cell count | 117 |
| Critical Path, Cell by Cell | ha_1 > nand4_1 > or4_4 > o21bai_4 > nor2_1 |
| Area share of the leading cell type in the synthesized netlist | between 50% and 60% |
| Standard cell core area | 10400 sq um |
| Longest Clk Path Bufs | 2 |
| Transition time of the tightest slew-check pin | around 0.46 ns |
| Layout Area Growth over Synthesis | 21.3% |
| Synth area leader | dfrtp_1 |
| Slowest cell on the critical path | or4_4 |
| Final min period | 2.16 ns |
| Drc violations | 0 |
| Clock Pin Slew Worst Setup and Hold Paths | roughly 0.090 ns |
| Wire length of the first global-routing pass | 3.79 mm |
| Number of distinct library cells after synthesis | 23 |
| Cell area after synthesis | 1180 sq um |
| Register share after synthesis | 50.8% |
| Number of buffer cells added on primary ports | 3 |
| Delay contributed by the slowest stage of the critical path | slightly above 0.6 ns |
| Gr usage total | 2.96% |
| Clock buffers created by TritonCTS | 3 |
| Async set-or-reset flop fraction in the synthesized netlist | 100% |
| Fin cells | 260 |
| Vias in the first global route | slightly above 800 |
| Initial cell density of the core | 11.4% |
| Tightest hold margin | 0.356 ns |
| Required time of the worst setup path | 4.83 ns |
| Crit path kind | reg -> reg |
| Total of fill cells in the finished design | 1170 |
| Maxcap violations | 0 |
| Leak Pwr | 0.498 nW |
| Antenna Nets Post-Route | 0 |
| Path category of the worst min-delay check | reg -> reg |
| Sum of internal, switching and leakage power | 0.366 mW |
| Antenna Diode Count | 0 |
| Area after DPL | 1380 sq um |
| Most frequent cells after synthesis | dfrtp_1, nor2_1, xnor2_1 |
| Synthesized area per cell | 10.1 sq um |
| Number of DRC markers after the initial detailed-route iteration | 54 |
| Dominant cell by count in the synthesized netlist | dfrtp_1 |
| Crit path DAT | ~2.3 ns |
| I/O pins | 4 |
| DR vias | just under 900 |
| Root Buffer Master | clkbuf_8 |
| Setup violation total in the final timing report | 0 |
| GRT overflow | 0 |
| Largest net degree at the start of global routing | 25 |
| Number of sinks handled by clock tree synthesis | 24 |
| Count of yosys warnings during synthesis | 2 |
cell usage in the layout, fill, tap and decap left out:
cell type        synthesis  layout
o21bai_4                 1       1
buf_4                    0       1
a21oi_1                  5       5
dfrtp_1                 24      24
o31ai_1                  2       2
or4_1                    3       3
mux2_2                   1       1
xor2_1                   5       5
nand3_1                  8       8
nand2_1                  6       6
clkbuf_8                 0       4
ha_1                     1       1
inv_1                    4       4
nand4_1                  7       7
and4_1                   2       2
nor4b_1                  2       2
nor4_1                   4       4
or4_4                    2       2
o21ai_0                  3       3
clkdlybuf4s50_1          0       3
or3_1                    5       5
xnor2_1                 10      10
nor3_1                   2       2
and2_1                   1       1
nor2_1                  18      18
registers in the layout, indices dropped and copies added, names as in the netlist:
register and cells:
count 21, btn_out 1, sync.ff1 1, sync.ff2 1
critical path: cells and delay by family (launching register included):
family                   cells  cell delay, ns
AND-OR/OR-AND                1            0.40
flip-flops                   1            0.41
adder cells (fa/ha/maj)      1            0.25
AND/OR/NAND/NOR              3            0.95
routing by layer:
| layer | share of wire, % | track usage, % | routed length, um |
|---|---|---|---|
| met1 | 48 | 4.22 | 1080 |
| met2 | 43 | 4.37 | 972 |
| met3 | 5.9 | 0.918 | 133 |
| met4 | 2.5 | 0.576 | 55 |
| met5 | 0 | 0 | 0 |
report_power, final:
group          internal [mW]  total, mW  switching, mW  leakage, nW
clock                 0.0748      0.140         0.0648       0.0288
sequential             0.209      0.212        0.00288        0.328
combinational        0.00527     0.0146        0.00931        0.141
final timing paths:
| check | from | end | slack, ns | cells past startpoint |
|---|---|---|---|---|
| hold / removal | sync.ff1$_DFF_PP0_ | sync.ff2$_DFF_PP0_ | 0.36 | 0 |
| setup reg to reg | count[0]$_DFF_PP0_ | count[3]$_DFF_PP0_ | 2.54 | 5 |
| min in group asynchronous | rst | sync.ff2$_DFF_PP0_ | 1.01 | 3 |
| max in group asynchronous | rst | count[10]$_DFF_PP0_ | 3.45 | 3 |
| setup / recovery | count[0]$_DFF_PP0_ | count[3]$_DFF_PP0_ | 2.54 | 5 |
| hold reg to reg | sync.ff1$_DFF_PP0_ | sync.ff2$_DFF_PP0_ | 0.36 | 0 |
kinds of logic after synthesis:
group                      synth area share [%]
DFF                                        50.8
and+or+nand+nor                            27.6
AOI/OAI and AO/OA                          6.24
muxes                                     0.952
adders and majority gates                  1.06
xor gates and xnor gates                   11.1
buffers and inverters                      2.22
cell type report:
class | count | area (sq um) | area share, %
Inverter | 4 | 15.0 | 1.05
Tap cell | 136 | 170 | 11.9
Multi-Input combinational cell | 88 | 556 | 38.7
Sequential cell | 24 | 601 | 41.9
Clock buffer | 4 | 55.1 | 3.84
Timing Repair Buffer | 4 | 37.5 | 2.62
No activity file was given, so power comes from the tool's default toggle rates.
